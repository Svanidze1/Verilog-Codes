File: flow/run.sh
#!/bin/bash
# OpenROAD 26Q1-2900-gdf79404cd8, Yosys 0.63+post, stock flow scripts
make -C /OpenROAD-flow-scripts/flow DESIGN_CONFIG=/design/flow/config.mk WORK_HOME=/design/flow/orfs finish
File: flow/config.mk
export PLATFORM = sky130hd
export DESIGN_NAME = RAM
export DESIGN_NICKNAME = RAM
export VERILOG_FILES = /design/flow/design.v
export SDC_FILE = /design/flow/constraint.sdc
export NUM_CORES = 4
export LEC_CHECK = 1
export CORE_UTILIZATION = 40
export SYNTH_MEMORY_MAX_BITS = 65536
File: flow/constraint.sdc
current_design RAM

set clk_period 36.1
set clk_io_pct 0.2

create_clock -name clk0 -period $clk_period [get_ports {clk}]

set non_clock_inputs [all_inputs -no_clocks]
set_input_delay [expr $clk_period * $clk_io_pct] -clock clk0 $non_clock_inputs
set_output_delay [expr $clk_period * $clk_io_pct] -clock clk0 [all_outputs]
File: flow/design.v
module RAM(
    input clk,
    input [7:0] addr_a, addr_b, addr_wr,
    input [31:0] data_in,
    input we,
    output reg [31:0] data_a, data_b
);
    reg [31:0] RAMA [255:0];
    reg [31:0] RAMB [255:0];
    always @(posedge clk) begin
        if (we && addr_wr != 8'd0) begin
            RAMA[addr_wr] <= data_in;
            RAMB[addr_wr] <= data_in;
        end
    end
    always @(posedge clk) begin
        if (addr_a == 8'd0)
            data_a <= 32'd0;
        else
            data_a <= RAMA[addr_a];
        if (addr_b == 8'd0)
            data_b <= 32'd0;
        else
            data_b <= RAMB[addr_b];
    end
endmodule
==> ci_impl_report.md <==
### Yosys + OpenROAD results

| Metric | Value |
|---|---|
| Startpoint types | input port |
| # setup viols final | 0 |
| Status | finished, violations left |
| Leak | 136.4 nW |
| Drt first pass iters | 9 |
| RSZ-0062 raised after global routing | false |
| Post-route clock period utilization | 41.74% |
| Layout cells sized above 1 | 34.40% |
| Htree depth | 6 |
| Clock Tree Buf Depth | 5 |
| Worst vdd rail ir drop | 0.04146 mV |
| Layout Skew | 0.1273 ns |
| Setup_tns | 0 ns |
| Combinational fraction of design power | 9.7% |
| Worst-margin pin slew | 1.846 ns |
| Core area | 949600 sq um |
| Tool Warnings | 38 |
| Layout Cells excl Fill | 33376 |
| Synth warn | 1 |
| Wl on met1 | 394100 microns |
| Critical Path RT | 37.18 ns |
| Max transition margin | -23.19% |
| Final wirelength | 1542000 microns |
| Net Sw Frac | 24.50% |
| DRC errors left | 0 |
| Root Buffer | clkbuf_16 |
| Main synth FF type | edfxtp_1 |
| Reg-to-Reg Start | RAMB[231][14] |
| IO Count | 122 |
| Crit Path Max Fanout | 66 |
| Postcts setup bufs | 0 |
| Setup crit start | addr_a[1] |
| Syn Area/Cell | 20.17 sq um |
| Synth Seq Share | 64.92% |
| Clk sinks | 8256 |
| Most frequent cells after synthesis | edfxtp_1, mux4_2, mux2i_1 |
| CTS tree | yes |
| DP Cell Count | 31578 |
| Min-delay src | RAMB[141][23] |
| Max-cap violations | 4 |
| Top post-synthesis cells by area | edfxtp_1, mux4_2, mux2i_1 |
| Post-synthesis cell type count | 78 |
| Metal3 WL | 356300 microns |
| First-pass GRT wire length | 2066000 microns |
| Fin util | 45.44% |
| # Cells Yosys | 18885 |
| Clk pin slew, worst setup/hold paths | 0.06 ns |
| Switching power total | 0.005287 W |
| Crit Path Class | input port to register |
| Cts bufs inserted | 873 |
| Synth flops | 8256 |
| Post-CTS sizing | 0 |
| Area share, top type | 64.58% |
| Dpl hpwl | 986600 microns |
| All-Layer GR Usage | 35.50% |
| Routed Antenna Nets | 0 |
| Pwr/cell area | 50.02 nW/um^2 |
| Clock network power share | 41.0% |
| Die X | 977.9 microns |
| Starting Density | 40.11% |
| Netlist Area Pre-Place | 380900 sq um |
| Die area | 956200 sq um |
| Synth top cell by count | edfxtp_1 |
| CP Capture Type | register |
| Insertion delay at the late pin of the worst-skew pair | 1.21 ns |
| DRT iter0 DRCs | 17430 |
| Area grow syn2layout | 13.28% |
| Violated checks | capacitance limit, slew limit |
| GRT overflow | 0 |
| Vias | 222956 |
| WL met2 | 643400 microns |
| Pin count of the biggest net entering global routing | 111 |
| Yosys stat area | 380900 sq um |
| Pint | 0.01630 W |
| Antenna violations before repair | 196 |
| Number of global-route vias before repair | 243039 |
| Cells after Synth | 18885 |
| Sequential power share | 49.2% |
| Final GP Congestion | 0.9971 |
| HP Class | register to register |
| DR top layer | met5 |
| Final Max Slew Viols | 11 |
| Synth async-reset ratio | 0% |
| F_max | 0.06637 GHz |
| Period minus WS final | 15.07 ns |
| Post-synth top area cell | edfxtp_1 |
| Rows | 358 |
| Count of input and output buffers | 121 |
| WP data arrival | 16.15 ns |
| CTS hold repair buffers | 0 |
| Die height | 977.9 microns |
| Final hold vios | 0 |
| Avg Vias per Cell | 6.680 |
| Number of enable flip-flop cells | 8192 |
| Avg WL per Cell | 46.20 microns |
-- kinds of logic (layout without fill, tap and decap cells) --
kind of cell / count (synthesis) / after routing / share of synthesized area [%]
AOI/OAI and AO/OA: 2274 / 2274 / 4.152
buffers and inverters: 1571 / 3211 / 2.368
DFF: 8256 / 8256 / 64.92
muxes: 5470 / 5470 / 27.14
other: 1 / 252 / 0.0009845
and+or+nand+nor: 1313 / 1313 / 1.427
-- worst paths after layout --
check / slack, ns / end / depth (start not counted)
worst max-delay path: 21.03 / data_a[23] / 15
worst min-delay path: 0.94 / data_a[23] / 5
worst max register to register: 31.81 / data_a[14] / 7
worst min register to register: 0.94 / data_a[23] / 5
-- state kept, by name, summed over array words and instances (netlist names) --
signal,cells
RAMA,32
RAMB,8160
data_a,32
data_b,32
-- cells in the final DEF (no fill, tap or decap), types with 32 or more instances in the layout --
master / Yosys / final
a2111oi_0: 61 / 44
a211oi_1: 89 / 74
a21o_1: 37 / 37
a21oi_1: 374 / 374
a221oi_1: 223 / 220
a22o_1: 43 / 43
a22oi_1: 211 / 211
a31oi_1: 43 / 41
buf_4: 177 / 1474
buf_8: 17 / 37
bufinv_16: 0 / 70
clkbuf_1: 605 / 202
clkbuf_16: 0 / 884
clkbuf_8: 0 / 33
clkdlybuf4s50_1: 0 / 73
clkinv_1: 5 / 183
clkinv_2: 0 / 161
conb_1: 1 / 32
dfxtp_1: 64 / 64
diode_2: 0 / 220
edfxtp_1: 8192 / 8192
mux2_2: 42 / 42
mux2i_1: 1547 / 1547
mux4_2: 3881 / 3881
nand2_1: 598 / 568
nand3_1: 57 / 46
nor2_1: 454 / 182
nor2_4: 0 / 263
nor3_1: 74 / 66
o21ai_0: 329 / 312
o221ai_1: 214 / 212
o22ai_1: 362 / 360
-- final cells by class --
cell class / instances / area [sq um]
antenna: 220 / 550.5
clock buffer: 1119 / 23330
inverter: 14 / 108.9
fill: 78129 / 518100
multi-input combinational: 9089 / 127400
sequential: 8256 / 247300
clock inverter: 458 / 4024
tap: 12600 / 15770
timing repair buffer: 1620 / 13020
-- routing by layer --
layer | global-route usage [%] | vias to the layer above
met2 | 45.21 | 21086
li1 | - | 84736
met5 | 13.50 | -
met1 | 33.19 | 112224
met4 | 22.75 | 327
met3 | 35.82 | 4583
-- critical path: stages --
cell	delay, ns
buf_16	0.32
buf_4	0.49
buf_4	0.64
buf_4	0.57
buf_4	0.66
buf_4	0.69
buf_4	0.62
buf_4	0.63
buf_4	0.68
buf_4	0.65
mux4_2	0.41
mux4_2	0.50
o22ai_1	1.03
o2111ai_1	0.27
a32o_1	0.33
-- power by group through the flow --
stage	combinational, W	sequential, W	clock, W
finish	0.00210	0.0106	0.00885
CTS	0.00202	0.0106	0.00890
global route	0.00213	0.0106	0.00923
-- metrics by stage --
stage	area (sq um)	hold WS (ns)	setup WS [ns]	power, W
after detailed placement	403600	0.9445	20.08	0.01284
after global placement	403600	0.9668	20.02	0.01284
after floorplan	381000	0.7655	26.26	0.01178
after CTS	430900	0.9155	21.30	0.02154
after global routing	431200	0.9999	20.73	0.02198
final	431500	0.9411	21.03	0.02158
No activity file was given, so power comes from the tool's default toggle rates.
