===== run.sh =====
#!/bin/bash
# OpenROAD 26Q1-2900-gdf79404cd8, Yosys 0.63+post, stock flow scripts
make -C /OpenROAD-flow-scripts/flow DESIGN_CONFIG=/design/flow/config.mk WORK_HOME=/design/flow/orfs finish

===== config.mk =====
export PLATFORM = sky130hd
export DESIGN_NAME = lab13
export DESIGN_NICKNAME = lab13
export VERILOG_FILES = /design/flow/design.v
export SDC_FILE = /design/flow/constraint.sdc
export NUM_CORES = 4
export LEC_CHECK = 1
export CORE_UTILIZATION = 30
export SYNTH_MEMORY_MAX_BITS = 65536

===== constraint.sdc =====
current_design lab13

set clk_period 2.9
set clk_io_pct 0.2

create_clock -name clk0 -period $clk_period [get_ports {Clock}]

set non_clock_inputs [all_inputs -no_clocks]
set_input_delay [expr $clk_period * $clk_io_pct] -clock clk0 $non_clock_inputs
set_output_delay [expr $clk_period * $clk_io_pct] -clock clk0 [all_outputs]

===== design.v =====
module lab13 (
    input wire Clock,               
    input wire Reset,              
    input wire S,                   
    input wire [31:0] next_pc,      
    input wire [31:0] data_addr_in, 
    input wire [31:0] data_in,      
    output reg [31:0] PC_out,       
    output reg [31:0] Iout,         
    output reg [31:0] Mout,         
    output reg E                    
);
  always @(posedge Clock or posedge Reset) begin
    if (Reset) begin
      E <= 0;
    end else begin
      E <= ~E;
    end
  end
  reg [31:0] PC;
  always @(posedge Clock or posedge Reset) begin
    if (Reset) begin
      PC <= 0;
    end else if (~E) begin
      PC <= PC + 4;
    end
  end
  always @(posedge Clock or posedge Reset) begin
    if (Reset) begin
      PC_out <= 0;
    end else begin
      PC_out <= PC;
    end
  end
  reg [31:0] memory[255:0];
  always @(posedge Clock or posedge Reset) begin
    if (Reset) begin
      Mout <= 32'b0;
    end else if (E) begin
      Mout <= memory[data_addr_in[31:2]];
    end else begin
      Mout <= memory[PC[31:2]];
    end
  end
  always @(posedge Clock or posedge Reset) begin
    if (Reset) begin
      Iout <= 32'b0;
    end else if (~E) begin
      Iout <= memory[PC[31:2]];
    end
  end
endmodule

==> results.yml <==
# synthesis and place-and-route metrics
synthesis:
  yosysWarnings: 1
  synth_area_per_cell_um2: 12.2
  post-synth-top-area-cell: "dfrtp_1"
  edf_count: 0
  top_cells_by_count: "66 x buf_4, 61 x dfrtp_1, 16 x xor2_1, 13 x xnor2_1, 12 x nand2_1"
  async_flop_share_pct: 100
  numSynthFlops: 61
  synth_cells: 220
  yosys.area.top_type_share_pct: 57.0
  yosys_cells: 220
  top_cell: "buf_4"
  area_leaders: "dfrtp_1 57%, buf_4 18%, xor2_1 5.2%"
  synth_seq_share_pct: 57.0
  yosysChipArea_um2: 2680
  synth.distinct_cells: 25
  ff_type: "dfrtp_1"
  synth.cell_area_um2: 2680
min_path:
  hold_path.class: "reg2reg"
final_layout:
  syn_to_final_growth_pct: 14.7
  instances_no_fill: 372
  drive_gt1_share_pct: 7.58
worst_setup_path:
  startpoint_type: "register"
  crit_path_max_fanout: 7
  slowest_stage: "clkdlybuf4s50_1"
  worstSetupPathType: "reg2out"
  critical_path.top_delay_family: "buffers and inverters"
  end_kind: "output pin"
  crit_required_ns: 2.32
  cpPeakStageDelay_ns: 0.51
  cp.arrival_ns: 1.29
  crit_buf_inv: 1
  path_cells: "clkdlybuf4s50_1"
clocking:
  post_cts_resize_count: 0
  clock.latency.late_pin_ns: 0.33
  hold_buffers: 0
  clkSlewWorstSetupHoldPaths_ns: 0.06
  cts_buffers: 9
  clock_sinks: 61
  cts_root_buffer: "clkbuf_8"
  cts_max_path_buffers: 2
  post_cts_buffers: 0
  cts_htree_levels: 3
  cts_tree: "yes"
place:
  gp_congestion: 0.707
  pre_cts_ws_ns: 1.03
  dp_hpwl_mm: 2.46
  place_inst: 358
  placement.io_buffers: 32
drt:
  antenna_left: 0
  n_antenna_cell: 0
  wirelength_mm: 3.58
  drt-initial-drc-count: 47
  drc: 0
  vias: 1403
  firstDrtPassIters: 2
  avgRoutedWirePerCell_um: 9.62
  vias_per_cell: 3.77
global_route:
  gr-total-overflow: 0
  antenna_found_initial: 0
  grt_max_degree: 62
  first_global_vias: 1227
  grt_pass1_wl_mm: 5.80
  groute.usage.overall_pct: 8.30
die:
  die_h_um: 96.5
  chip_area_um2: 9310
  die_w_um: 96.5
  io_pins: 196
  core-area_um2: 8680
  initCoreUtil_pct: 30.9
  num_rows: 34
outcome:
  status: "completed"
timing:
  fmaxAchievable_mhz: 534
  finClkSkew_ns: 0.00713
  setup_viol: 0
  relSlewSlack_pct: 51.1
  rsz0062_at_grt: "no"
  fin_crit_ns: 1.87
  tns_ns: 0
  timing.final.hold_violations: 0
  slew_violations: 0
  worstMarginPinSlew_ns: 0.734
  fin_ws_ns: 1.03
  final.period_utilization_pct: 64.6
flow_run:
  tool_warnings: 122
  drv_cap: 0
power:
  finalPower_w: 0.00161
  ir_drop_mv: 0.239
  p_leak_nw: 1.54
  power_density_nw_per_um2: 525
where the power goes:
part	switching, W	internal, W
clock	0.000284	0.000458
combinational	0.0000174	0.00000219
sequential	0	0.000851
metrics by stage:
step	util, %	hold WS (ns)	instance area, µm²
after floorplan	-	0.372	2920
after global placement	33.1	0.385	2870
after detailed placement	33.1	0.385	2870
after CTS	35.4	0.402	3070
after global routing	35.4	0.415	3070
final	35.4	0.397	3070
final timing paths:
kind / from / endpoint / slack [ns] / cells past startpoint
max: E / E / 1.03 / 1
min: PC[31] / PC_out[31] / 0.40 / 0
max reg2reg: PC[2] / PC[30] / 1.03 / 5
min reg2reg: PC[31] / PC_out[31] / 0.40 / 0
max in group asynchronous: Reset / PC_out[12] / 1.62 / 3
min in group asynchronous: Reset / PC_out[19] / 0.78 / 3
layout by cell type, fill, tap and decap left out, types with 2 or more instances in the layout:
master and instances:
conb_1 66, dfrtp_1 61, clkdlybuf4s50_1 32, xor2_1 16, xnor2_1 13, nand2_1 12, clkbuf_8 12, nand3_1 7
nor2_1 7, nor3_1 7, inv_1 5, nand4_1 4, and4_1 4, or3_1 2, nor3b_1 2, nor4_4 2
flip-flops by register name (all words and copies together) (netlist names):
register / flops
PC: 30
PC_out: 30
E: 1
per-layer routing:
| metal | vias up | routed length, µm | track usage [%] |
|---|---|---|---|
| met5 | - | 0 | 0 |
| met4 | 0 | 48 | 1.10 |
| met3 | 5 | 365 | 3.82 |
| met2 | 65 | 1660 | 12.7 |
| met1 | 674 | 1510 | 11.3 |
| li1 | 659 | - | - |
logic make-up after synthesis:
family                   Yosys count  share of synthesized area, %
multiplexers                       1                         0.420
AND/OR/NAND/NOR                   53                          12.6
adder cells (fa/ha/maj)            1                         0.467
flip-flops                        61                          57.0
buffers and inverters             74                          19.9
other                              1                         0.140
XOR/XNOR                          29                          9.48
layout make-up:
type,instances,area [µm²]
multi-input combinational,150,862
clock buffer,13,169
inverter,6,22.5
clock inverter,1,30.0
sequential,61,1530
fill,869,5610
timing repair buffer,33,328
tap,108,135
Power is estimated from default activity; no workload was simulated.
