**run.sh**
```bash
#!/bin/bash
# OpenROAD 26Q1-2900-gdf79404cd8, Yosys 0.63+post, stock flow scripts
make -C /OpenROAD-flow-scripts/flow DESIGN_CONFIG=/design/flow/config.mk WORK_HOME=/design/flow/orfs finish
```
**config.mk**
```make
export PLATFORM = sky130hd
export DESIGN_NAME = portram
export DESIGN_NICKNAME = portram
export VERILOG_FILES = /design/flow/design.v
export SDC_FILE = /design/flow/constraint.sdc
export NUM_CORES = 4
export LEC_CHECK = 1
export CORE_UTILIZATION = 50
export SYNTH_MEMORY_MAX_BITS = 65536
```
**constraint.sdc**
```tcl
current_design portram

set clk_period 28.6
set clk_io_pct 0.2

create_clock -name clk0 -period $clk_period [get_ports {clk}]

set non_clock_inputs [all_inputs -no_clocks]
set_input_delay [expr $clk_period * $clk_io_pct] -clock clk0 $non_clock_inputs
set_output_delay [expr $clk_period * $clk_io_pct] -clock clk0 [all_outputs]
```
**design.v**
```verilog
module portram #(parameter data_width = 32,parameter addr_width = 8,parameter ram_depth = 1 << addr_width)(
    input clk,
    input [addr_width-1:0] addr_a, addr_b, addr_wr_a, addr_wr_b,
    input [data_width-1:0] data_in_a, data_in_b,
    input we_a, we_b,
    output reg [data_width-1:0] data_a, data_b
);
    reg [data_width-1:0] RAM [ram_depth-1:0];
    always @(posedge clk) begin
        if (we_a && addr_wr_a != 0) begin
            RAM[addr_wr_a] <= data_in_a;
        end else if (we_b && addr_wr_b != 0) begin
            RAM[addr_wr_b] <= data_in_b;
        end
    end
    always @(posedge clk) begin
        if (addr_a == 0)
            data_a <= 0;
        else
            data_a <= RAM[addr_a];
    end
    always @(posedge clk) begin
        if (addr_b == 0)
            data_b <= 0;
        else
            data_b <= RAM[addr_b];
    end
endmodule
```
==> results.json <==
{
  "crit_chain": "buf_16, buf_4, buf_4, buf_4, buf_4, buf_4, buf_4, buf_4, buf_4, buf_4, mux4_2, nand2_1, o21ai_0, o311a_1, o21ai_0, buf_4, o211ai_1",
  "cts_setup_buffers": 0,
  "cts_sinks": 8256,
  "max_clock_freq_mhz": 79.27,
  "clock_path_buffers": 4,
  "warning_count": 33,
  "lay_top_count": "edfxtp_1",
  "fin_crit_ps": 12620,
  "synth_area_leader_cell": "edfxtp_1",
  "htreeDepth": 6,
  "startpoint": "addr_b[0]",
  "yosys_most_used_dff": "edfxtp_1",
  "cp-end-kind": "flip-flop",
  "r2r_cells": 8,
  "die_x_um": 876.7,
  "clkTransAtPathRegs_ps": 60,
  "leakage_nw": 137.1,
  "yosysChipArea_um2": 382500,
  "crit_top_cell": "buf_4",
  "fin_util": 0.5655,
  "drt_first_iter_violations": 16790,
  "critPathMaxFanout": 63,
  "fp_util": 0.5028,
  "maxSlewViolCount": 5,
  "timing.final.ws_setup_ps": 15980,
  "syn_to_final_growth_pct": 12.46,
  "yosys.stat.seqShare": 0.6464,
  "worst_setup_path_start_kind": "primary input",
  "crit_buf_inv": 11,
  "status": "complete, but fails checks",
  "numCtsBuffers": 861,
  "dr_total_vias": 223600,
  "worstSetupPathType": "primary input to flip-flop",
  "setup_violations": 0,
  "synth_cell_types": 76,
  "post-route-period-util": 0.4411,
  "whs_ps": 1024,
  "place.gp.congestion": 1.000,
  "die_area_um2": 768600,
  "core_area_um2": 760700,
  "pre_cts_slack_ps": 14610,
  "synth_flops": 8256,
  "grt_usage": 0.4373,
  "drive_above_1_share": 0.3301,
  "violations": "capacitance limit, slew limit",
  "rr_endpoint": "data_b[24]$_SDFF_PN0_",
  "tns_ps": 0,
  "hold_class": "flip-flop to flip-flop",
  "fillCellCount": 55920,
  "grt_pass1_vias": 242800,
  "synthesis.instances": 19390,
  "vias_per_cell": 7.128,
  "required_ps": 29700,
  "fin_worst_skew_ps": 70.12,
  "grt_remaining_overflow": 0,
  "wl_per_cell_um": 47.39,
  "seqCellArea_um2": 247300,
  "fp.dieH_um": 876.7,
  "ys_cells": 19390,
  "port_buffers": 162,
  "rsz0062_at_grt": "no",
  "fin_area_um2": 430200,
  "drtPass1Iterations": 8,
  "hold_buffers": 0,
  "grt_max_degree": 114,
  "cpLargestDelayFamily": "buffers and inverters",
  "relSlewSlack": -0.1580,
  "io_pins": 163,
  "cts_tree": "yes",
  "rows": 320,
  "drc": 0,
  "worstSetupEndpoint": "data_b[4]$_SDFF_PN0_",
  "arrival_ps": 13720,
  "grt_pass1_wl_um": 2009000,
  "final_cell_mix": "edfxtp_1, mux4_2, mux2i_1",
  "placed_area_um2": 402700,
  "root_buffer": "clkbuf_16",
  "syn_avg_cell_area_um2": 19.72,
  "clkLatencyLatePin_ps": 1240,
  "slowest_delay_ps": 700,
  "area_leaders": "edfxtp_1, mux4_2, mux2i_1",
  "hold_viol": 0,
  "r2r_setup_slack_ps": 24690,
  "synth_area_um2": 382500,
  "edf_count": 8192,
  "crit_path_top_delay_cell": "buf_4",
  "async_flop_share": 0,
  "vdd_ir_drop_max_uv": 81.54,
  "antenna_found_initial": 148,
  "netlist.area_leader.share": 0.6431,
  "synth_warnings": 1,
  "comb_area_um2": 129700,
  "cp_num_cells": 17,
  "cts_resized": 0,
  "ant_nets": 0,
  "wl_um": 1486000,
  "tightest_slew_ps": 1719,
  "maxCapViolations": 3,
  "p_per_area_nw_per_um2": 63.37,
  "hpwl_um": 942600,
  "rr_startpoint": "RAM[247][24]$_DFFE_PP_"
}
report_power, final:
group          internal [mW]  switching [mW]
registers               13.5          0.0757
clock network           6.13            4.80
logic                  0.903            1.88
synthesized netlist by cell type, types with 99 or more instances:
cell and n:
a21oi_1 387, a221oi_1 224, a32oi_1 99, buf_1 170
buf_2 403, buf_4 214, buf_6 144, clkbuf_1 600
edfxtp_1 8192, mux2i_1 1683, mux4_2 3805, nand2_1 915
nand3_1 102, nor2_1 520, o21ai_0 294, o221ai_1 227
o22ai_1 358
metal layers:
metal  track usage  routed length, um
met1        0.4670             387500
met2        0.5508             629700
met3        0.4249             345600
met4        0.2304             109100
met5        0.1691              14590
how the worst min path moves through the flow:
stage,from,to,slack (ps),depth (start not counted)
4_1_cts,RAM[143][6]$_DFFE_PP_,data_a[6]$_SDFF_PN0_,1000,6
5_1_grt,RAM[141][21]$_DFFE_PP_,data_a[21]$_SDFF_PN0_,1060,4
6_report,RAM[135][21]$_DFFE_PP_,data_a[21]$_SDFF_PN0_,1020,4
stage by stage:
step / power (mW) / instances
after CTS: 27.22 / 31160
after floorplan: 15.19 / 19430
after global placement: 16.47 / 29560
after global routing: 27.80 / 31300
after detailed placement: 16.47 / 29560
final: 27.26 / 31370
sequential cells by signal (all words and copies together), names as in the netlist:
register	count
data_a	32
data_b	32
RAM	8192
area by class of cell:
type                    count  share of cell area
diodes                    208            0.001210
clock buffers            1107             0.05336
clock inverters           491            0.009337
inverters                  15           0.0002647
multi-input cells        9559              0.3016
flip-flops and latches   8256              0.5748
well taps               10140             0.02950
repair buffers           1587             0.02991
cell families after synthesis:
family | Yosys count | share of synthesized area
multiplexers | 5563 | 0.2703
flip-flops | 8256 | 0.6464
buffers and inverters | 1610 | 0.02404
AND/OR/NAND/NOR | 1744 | 0.01859
other | 1 | 0.000009803
AND-OR/OR-AND | 2220 | 0.04065
worst register-to-register path, stage by stage, from the launching register on:
cell	delay, ps
edfxtp_1	400
mux4_2	500
mux2_2	280
a221o_1	430
a31oi_1	590
o21ai_0	560
o211ai_1	450
buf_4	420
o221ai_1	190
Power is estimated from default activity; no workload was simulated.
